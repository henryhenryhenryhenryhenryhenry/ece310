==> flow/run.sh <==
#!/bin/bash
# OpenROAD 26Q1-2900-gdf79404cd8, Yosys 0.63+post, stock flow scripts
make -C /OpenROAD-flow-scripts/flow DESIGN_CONFIG=/design/flow/config.mk WORK_HOME=/design/flow/orfs finish
==> flow/config.mk <==
export PLATFORM = sky130hd
export DESIGN_NAME = Lab2Module
export DESIGN_NICKNAME = Lab2Module
export VERILOG_FILES = /design/flow/design.v
export SDC_FILE = /design/flow/constraint.sdc
export NUM_CORES = 4
export LEC_CHECK = 1
export CORE_AREA = 10 10 92 92
export DIE_AREA = 0 0 102 102
==> flow/constraint.sdc <==
current_design Lab2Module

set clk_period 1.5
set clk_io_pct 0.2

create_clock -name clk0 -period $clk_period

set non_clock_inputs [all_inputs -no_clocks]
set_input_delay [expr $clk_period * $clk_io_pct] -clock clk0 $non_clock_inputs
set_output_delay [expr $clk_period * $clk_io_pct] -clock clk0 [all_outputs]
==> flow/design.v <==
module Lab2Module( A, B, C );
    input [31:0]A;
    input [31:0]B;
    output reg [31:0]C;
    always @(A,B)
    begin
	C = 0;
	C[1:0] = A[1:0] & B[1:0];
	C[3:2] = A[3:2] | B[3:2];
	C[5:4] = A[5:4] ^ B[5:4];
	C[7:6] = ~A[7:6];
	C[9:8] = ~B[7:6];
	C[10] = ^A;
	C[11] = &A;
	C[12] = |A;
	C[13] = ~^B;
	C[14] = ~&B;
	C[15] = ~|B;
	C = C<<3;
	C[0] = A&&B;
	C[1] = A||B;
	C[31:24] = {A[31:28],B[31:28]};
    end
endmodule
module Lab2Module_tb;
     reg [31:0]t_a;
     reg [31:0]t_b;
     wire[31:0] t_c;
       Lab2Module dut( .A(t_a), .B(t_b), .C(t_c));
       initial begin
       t_a = 32'h55555555;
       t_b = 32'hAAAAAAAA;
      #10 $display(" Kamal Final value of C is = %h\n",t_c);
      end
 endmodule
==> results.toml <==
# synthesis and place-and-route metrics
[die]
initCoreUtil = 0.245
ios = 96
die_area_um2 = 10400
fp.dieW_um = 102
placementRows = 29
core_um2 = 6460
die_h_um = 102

[worst_setup_path]
cp_max_fo = 2
worstSetupEndpointType = "primary output"
startpoint_type = "input port"
path_cells = "buf_2 > inv_2 > ha_4 > nand4_1 > nor4_2 > buf_4 > buf_6 > nor2_4 > buf_2"
crit_path_frequent_cell = "buf_2"
crit_family = "buffers and inverters"
critPathKind = "input port to primary output"
cpMaxStageDelayCell = "nor4_2"
cp_data_arrival_time_ns = 1.49
critPathBufInv = 5
worst-endpoint-required_ns = 1.20
cpPeakStageDelay_ns = 0.34

[placed_design]
io_buffers = 90
dp_hpwl_um = 4630
place_inst = 411
routabilityCongestion = 0.807

[grt]
grt_pass1_wl_um = 9000
grt_max_degree = 4
overflow = 0
antenna_found_initial = 0
grt_pass1_vias = 1906
grt_usage = 0.107

[final_layout]
layout-drive-gt1-share = 0.774
syn2layout_area_growth_pct = 138
lay_top_count = "buf_4"
logic_area_um2 = 1920
finalNonFillerCells = 436
nFillCells = 517
lay_top_cells = "buf_4, buf_6, inv_2"
flops = 0
ff_latch_area_um2 = 0
clkbuf_count = 0

[synth]
postSynthSeqShare = 0
yosysChipArea_um2 = 1580
netlist_area_um2 = 1580
yosys-stat-cells = 202
top_cell_area_share = 0.506
synthTopCellsByArea = "ha_1, inv_1, xnor2_1"
top_area_cell = "ha_1"
yosysUniqueCellTypes = 11
yosys_warnings = 1
synth_area_per_cell_um2 = 7.84
postSynthCellCount = 202

[drt]
wl_per_cell_um = 13.3
wl_um = 5780
drt.antenna.violating_nets = 0
dr.pass1.iters = 4
n_antenna_cell = 0
vias_per_cell = 4.00
drc = 0
drt-initial-drc-count = 22
vias = 1743

[timing]
setup_violations = 7
setup_tns_ns = -1.52
fmax_mhz = 560
fin_crit_ns = 1.79
hold_viol = 0
rsz0062_at_grt = "yes"
report.final.slew_viol_count = 0
setup_slack_ns = -0.285
finalCritPeriodShare = 1.19

[power]
p_leak_nw = 1.84
vdd_drop_max_mv = 0.180
cellPowerDensity_nw_per_um2 = 352

[clock_network]
hold_buffers = 0

[job]
warnings = 67
max_cap_viol_count = 0

[run_status]
status = "finished, violations left"
failed_checks = "negative setup slack"

[worst_hold_path]
min_path_type = "input port to primary output"
==> metal layers <==
layer / global-route usage / routed length (µm)
met1: 0.146 / 2700
met2: 0.181 / 2750
met3: 0.0170 / 287
met4: 0.00651 / 40
met5: 0 / 0
==> logic make-up after synthesis <==
family,Yosys count,share of synthesized area
buf+inv,79,0.221
fa+ha+maj,64,0.506
other cells,1,0.00237
xor+xnor,32,0.177
simple gates,26,0.0941
==> area by class of cell <==
class | instances | area share
multi-input cells | 128 | 0.509
well taps | 77 | 0.0256
repair buffers | 166 | 0.389
inverters | 65 | 0.0755
==> final timing paths <==
kind	depth (start not counted)	endpoint	start
worst min-delay path	4	C[7]	B[4]
worst max-delay path	9	C[0]	B[9]
==> report_power, final <==
group,internal [mW],switching [mW]
combinational,0.826,0.496
clock,0,0
sequential,0,0
==> cells in the mapped netlist <==
cell	count
conb_1	1
buf_4	14
ha_1	64
or4_1	1
inv_1	65
nor4_1	3
xor2_1	5
nand2_1	3
nand4_1	16
nor2_1	3
xnor2_1	27
==> what timing repair did <==
| action | in CTS | in global routing |
|---|---|---|
| setup endpoints to repair | 26 | 13 |
| setup buffers | 26 | 1 |
| pin swaps | 76 | 19 |
| resized | 489 | 39 |
==> through the flow <==
step | hold WS (ns) | util | cell area [µm²] | setup slack, ns | power, mW
after CTS | 1.11 | 0.555 | 3580 | -0.251 | 1.25
after global placement | 1.47 | 0.445 | 2880 | -1.15 | 1.06
after global routing | 0.990 | 0.582 | 3760 | -0.340 | 1.44
after floorplan | 0.619 | - | 1600 | -0.000750 | 0.472
final | 0.951 | 0.582 | 3760 | -0.285 | 1.32
after detailed placement | 1.48 | 0.445 | 2880 | -1.16 | 1.06
==> worst min-delay path, stage by stage <==
cell and delay (ns):
buf_6 0.08, buf_6 0.09, xor2_1 0.06, dlymetal6s2s_1 0.12
Power figures rest on the tool's default switching activity, not on a simulated workload.
