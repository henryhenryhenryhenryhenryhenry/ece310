**design/flow/design.v**
```verilog
module FullAdder1Bit (output sum, output Co, input A, B, Ci);
	assign sum = A ^ B ^ Ci;
	assign Co = (A & B) | (A & Ci) | (B & Ci);
endmodule
module FullAdder4Bit (output [3:0] sum, output Co, input [3:0] A, B, input Ci);
	wire c0, c1, c2;
	FullAdder1Bit u1(sum[0], c0, A[0], B[0], Ci);
	FullAdder1Bit u2(sum[1], c1, A[1], B[1], c0);
	FullAdder1Bit u3(sum[2], c2, A[2], B[2], c1);
	FullAdder1Bit u4(sum[3], Co, A[3], B[3], c2);
endmodule
module Q2A (output wire [3:0] O, output wire Co, input reg [3:0] A, B, input wire [1:0] S, input reg Ci );
	wire [3:0] sum;
	wire [3:0] diff;
	wire sumco;
	wire diffco;
	FullAdder4Bit U1(sum, sumco, A, B, Ci);
	FullAdder4Bit U2(diff, diffco, A, ~B, 1'b1); 
	assign O =  S[1] ? (S[0] ? A|B : A&B) : (S[0] ? diff : sum);
	assign Co = S[1] ? (S[0] ? 1'b0 : 1'b0) : (S[0] ? diffco : sumco);
endmodule
module Q2A_tb;
	reg [1:0] s;
	reg [3:0] a;
	reg [3:0] b;
	reg ci;
	wire co;
	wire [3:0]o;
	Q2A dut(o, co, a, b, s, ci);
	initial begin
		$monitor($time, "  S=%b%b, A=%b%b%b%b, B=%b%b%b%b, O=%b%b%b%b, Co=%b ", s[1],s[0], a[3],a[2],a[1],a[0],
																		b[3],b[2],b[1],b[0], o[3],o[2],o[1],o[0], co);
		ci = 1'b0;
		a = 4'b0011;
		b = 4'b0010;
		s = 2'b00;
		#10;
		s = 2'b01;
		#10;
		s = 2'b10;
		#10;
		s = 2'b11;
		#10;
	end
endmodule
```
**design/flow/run.sh**
```bash
#!/bin/bash
# OpenROAD 26Q1-2900-gdf79404cd8, Yosys 0.63+post, stock flow scripts
make -C /OpenROAD-flow-scripts/flow DESIGN_CONFIG=/design/flow/config.mk WORK_HOME=/design/flow/orfs finish
```
**design/flow/constraint.sdc**
```tcl
current_design Q2A

set clk_period 2.6
set clk_io_pct 0.2

create_clock -name clk0 -period $clk_period

set non_clock_inputs [all_inputs -no_clocks]
set_input_delay [expr $clk_period * $clk_io_pct] -clock clk0 $non_clock_inputs
set_output_delay [expr $clk_period * $clk_io_pct] -clock clk0 [all_outputs]
```
**design/flow/config.mk**
```make
export PLATFORM = sky130hd
export DESIGN_NAME = Q2A
export DESIGN_NICKNAME = Q2A
export VERILOG_FILES = /design/flow/design.v
export SDC_FILE = /design/flow/constraint.sdc
export NUM_CORES = 4
export LEC_CHECK = 1
export CORE_AREA = 10 10 70 70
export DIE_AREA = 0 0 80 80
```
==> GITHUB_STEP_SUMMARY <==
### Yosys + OpenROAD results

| Metric | Value |
|---|---|
| Status | `complete, but fails checks` |
| Failing checks | `negative setup slack` |
| Cell Pwr Density | `153 nW/um^2` |
| Sequential cell count | `0` |
| PortBufs | `16` |
| CP Capture Type | `primary output` |
| Setup TNS | `-1.24 ns` |
| Xor/xnor share of the synthesized area | `0%` |
| Highest Signal Layer | `met3` |
| Post-synthesis area per instance | `10.9 um^2` |
| Die Size | `6400 um^2` |
| Layout Cells excl Fill | `114` |
| WP data required | `2.08 ns` |
| Number of core rows | `21` |
| Fin worst setup slack | `-0.657 ns` |
| Crit. Startpoint | `B[0]` |
| Total global-route track usage | `3.49%` |
| Antenna violations before repair | `0` |
| Sequential share of the synthesized area | `0%` |
| Complex Gates by Area | `1.72%` |
| Starting density of the core | `12.8%` |
| Synth logic family | `adder cells` |
| Min Clock Period, post-route | `3.26 ns` |
| Final max-slew violation count | `0` |
| Top cell family by delay on the critical path | `adder cells` |
| DR vias | `349` |
| Metal3 WL | `32 um` |
| Clk_buf instances | `0` |
| Area grow syn2layout | `79.7%` |
| Overall power | `0.000120 W` |
| Vias/cell | `3.06` |
| Cells after Synth | `40` |
| Most frequent cells in the layout | `inv_1, buf_4, ha_1` |
| Area of the core | `3420 um^2` |
| GPL Wtd Cong | `0.701` |
| WL/cell | `8.81 um` |
| Routed Antenna Nets | `0` |
| Die W | `80 um` |
| Drt total wl | `1.00 mm` |
| Die Ht | `80 um` |
| Chip Area, Yosys | `437 um^2` |
| Most frequent logic cell in the layout | `inv_1` |
| # setup viols final | `3` |
| Gr ovfl total | `0` |
| CP max stage cell | `fa_1` |
| Ys cells | `40` |
| Starting DRC count in detailed routing | `1` |
| Number of global-route vias before repair | `422` |
| Lkg Pwr | `0.374 nW` |
| Crit path DAT | `2.74 ns` |
| Worst-path cell chain | `buf_8 -> buf_12 -> ha_4 -> fa_2 -> fa_2 -> fa_1 -> inv_1 -> mux4_2 -> buf_2` |
| Reg area | `0 um^2` |
| Buffers & Inverters on Critical Path | `4` |
| Share of cells above drive strength 1 | `54.4%` |
| Netlist cell types | `6` |
| Synth Area in Adders | `57.9%` |
| Inst Count DP | `111` |
| Levels on crit path | `9` |
| Kind of critical path | `in -> out` |
| Worst-Margin Slew | `0.303 ns` |
| Nature of the critical path startpoint | `input pin` |
| Slew HR | `79.8%` |
| Met1 Wirelength | `458 um` |
| # IOs | `16` |
| Maximum VDD drop | `37.2 uV` |
| First-pass GRT wire length | `1.86 mm` |
| Top cell by count, worst path | `fa_2` |
| Antenna fix cells | `0` |
| Worst-path fanout max | `3` |
| Residual DRC count | `0` |
| Final hold violations | `0` |
| CP endpoint | `O[3]` |
| Synthesized area | `437 um^2` |
| Pre-CTS setup slack | `-1.48 ns` |
| CP peak stage delay | `0.51 ns` |
| 1st-pass router iterations | `2` |
| Met2 wire length | `513 um` |
| RSZ-0062 raised after global routing | `true` |
| Fmax | `0.307 GHz` |
| OpenROAD warnings | `43` |
| HPWL Detailed | `913 um` |
| Fin crit share | `125%` |
| Hold WC Path Type | `in -> out` |
| Largest net degree at the start of global routing | `6` |
| Max-Cap Viols | `0` |
| Yosys simple share | `0.860%` |
| Syn. warnings | `0` |
| Synth mux share | `24.1%` |
through the flow:
step                      instance area, um^2  hold slack (ns)  utilization [%]
final                                     785             1.60             23.0
after global placement                    753             2.18             22.1
after detailed placement                  753             2.17             22.1
after global routing                      785             1.67             23.0
after CTS                                 774             1.62             22.7
after floorplan                           468             1.05                -
cell type report:
cell class | count | area, um^2
Fill cell | 371 | 2630
Inverter | 18 | 85.1
Timing Repair Buffer | 28 | 249
Tap cell | 46 | 57.6
Multi-Input combinational cell | 22 | 393
cell families after synthesis:
group / Yosys count
AND/OR/NAND/NOR: 1
AND-OR/OR-AND: 1
adder cells (fa/ha/maj): 16
multiplexers: 4
buffers and inverters: 18
how the worst min path moves through the flow:
stage	from	endpoint	slack, ns	cells past startpoint
finish	S[1]	Co	1.60	3
global route	S[1]	Co	1.67	3
CTS	S[1]	Co	1.62	3
power by group:
part | switching, W | total [W] | leakage (nW) | internal (W)
Combinational | 0.0000461 | 0.000120 | 0.374 | 0.0000738
Sequential | 0 | 0 | 0 | 0
Clock | 0 | 0 | 0 | 0
Total | 0.0000461 | 0.000120 | 0.374 | 0.0000738
metal layers:
layer  track usage (%)  vias up
met2              6.10        8
li1                  -      175
met1              4.75      166
met5                 0        -
met3             0.455        0
met4                 0        0
cell usage after synthesis:
library cell | instances | area [um^2]
inv_1 | 18 | 67.6
ha_1 | 9 | 113
fa_1 | 7 | 140
mux4_1 | 4 | 105
a211oi_1 | 1 | 7.51
nor2_1 | 1 | 3.75
repair_timing:
item / 4_1_cts / 5_1_grt
pin swaps: 6 / 1
hold buffers: 0 / 0
setup endpoints to repair: 5 / 4
gates resized: 48 / 2
buffers inserted: 2 / 1
gates cloned: 0 / 0
Power and IR drop assume default switching activity.
