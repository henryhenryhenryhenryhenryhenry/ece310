## flow/config.mk

```make
export PLATFORM = sky130hd
export DESIGN_NAME = mult2
export DESIGN_NICKNAME = mult2
export VERILOG_FILES = /design/flow/design.v
export SDC_FILE = /design/flow/constraint.sdc
export NUM_CORES = 4
export LEC_CHECK = 1
export CORE_UTILIZATION = 30
```

## flow/constraint.sdc

```tcl
current_design mult2

set clk_period 5.0
set clk_io_pct 0.2

create_clock -name clk0 -period $clk_period [get_ports {clk}]

set non_clock_inputs [all_inputs -no_clocks]
set_input_delay [expr $clk_period * $clk_io_pct] -clock clk0 $non_clock_inputs
set_output_delay [expr $clk_period * $clk_io_pct] -clock clk0 [all_outputs]
```

## flow/design.v

```verilog
module mult2(ain,bin,out, clk);
input [7:0] ain;
input [7:0] bin;
output reg [15:0] out;
wire [15:0] a1,a2,a3,a4,a5,a6,a7,a8, result;
reg [7:0] a,b;
input clk;
  always @ ( posedge clk )
   begin
   a <= ain;
   b <= bin;
   out  <= result;
   end
assign a1=(b[0]==1'b1) ? {8'b00000000 , a } : 16'b0000000000000000;
assign a2=(b[1]==1'b1) ? {7'b0000000 , a , 1'b0} : 16'b0000000000000000;
assign a3=(b[2]==1'b1) ? {6'b000000 , a , 2'b00} : 16'b0000000000000000;
assign a4=(b[3]==1'b1) ? {5'b00000 , a , 3'b000} : 16'b0000000000000000;
assign a5=(b[4]==1'b1) ? {4'b0000 , a , 4'b0000} : 16'b0000000000000000;
assign a6=(b[5]==1'b1) ? {3'b000 , a , 5'b00000} : 16'b0000000000000000;
assign a7=(b[6]==1'b1) ? {2'b00 , a , 6'b000000} : 16'b0000000000000000;
assign a8=(b[7]==1'b1) ? {1'b0 , a , 7'b0000000} : 16'b0000000000000000;
assign result = a1+a2+a3+a4+a5+a6+a7+a8;
endmodule
```

## flow/run.sh

```bash
#!/bin/bash
# OpenROAD 26Q1-2900-gdf79404cd8, Yosys 0.63+post, stock flow scripts
make -C /OpenROAD-flow-scripts/flow DESIGN_CONFIG=/design/flow/config.mk WORK_HOME=/design/flow/orfs finish
```

==> results.tsv <==
stage	metric	value	unit
finish	fin util	38.08	%
grt	largest net degree at the start of global routing	12	
timing	# setup viols final	0	
cts	clock slew at reported path FFs	70	ps
pwr	Pleak	1.516	nW
placement	DP Worst Slack	820.6	ps
yosys	syn_area_per_cell	10.71	um2
timing	Final Cycle Share	83.67	%
yosys	Synth Flop Type	dfxtp_1	
timing	Tmin final	4184	ps
worst_setup_path	CP Capture Type	register	
grt	initial antenna violation count	0	
pwr	clock share of power	20.6	%
yosys	register area share after synthesis	24.82	%
worst_setup_path	WP data required	5220	ps
worst_setup_path	Data arrival, critical path	4410	ps
outcome	status	completed	
yosys	Async S/R FF share, synth	0	%
yosys	Yosys chip area	0.002581	mm2
worst_setup_path	CP bufs+invs	4	
die	row count	33	
worst_setup_path	crit path max fanout	8	
cts	Clock Path Buffers	2	
worst_setup_path	CP peak stage delay	530	ps
grt	global route overflow	0	
grt	global-route wire length before repair	7189	um
finish	Gate Area	0.001809	mm2
yosys	post-synthesis register bit count	32	
yosys	commonest cells in the netlist	47 x and2_1, 38 x fa_1, 35 x inv_1, 32 x dfxtp_1, 31 x ha_1	
job	max_cap viols	0	
grt	total track usage	10.55	%
cts	CTS resizes	0	
cts	clk root buf	clkbuf_8	
cts	post-CTS setup buffers	0	
finish	fill count	846	
route	Routed Wire Length	4342	um
finish	Area Overhead vs Synth	21.81	%
yosys	Yosys top cell by instances	and2_1	
worst_hold_path	HP Class	register to register	
route	Vias per Instance	4.370	
route	DR WL/cell	11.25	um
placement	dpl hpwl	3546	um
worst_setup_path	Critical Path Slowest Stage Cell	fa_1	
pwr	power share of the sequential group	28.4	%
route	routed via count	1687	
route	Remaining DRCs	0	
die	I/O pins	33	
timing	worst setup margin	816.3	ps
timing	worst hold slack	576.5	ps
cts	CTS tree	done	
finish	layout cells sized above 1	6.050	%
timing	Slew headroom	80.58	%
die	DIE AREA	0.008979	mm2
job	Tool Warnings	25	
yosys	EDFF count, synth	0	
pwr	VDD IR max	0.0001881	V
timing	FMAX	239.0	MHz
yosys	synth warn	1	
placement	gp weighted congestion	0.8435	
yosys	post-synthesis cell type count	27	
pwr	cell-internal power	0.8042	mW
finish	final cell count without fillers	386	
route	DRT Pass-1 Iters	4	
timing	Slew Limit Fails	0	
worst_setup_path	worst path cell trace	and2_1 > fa_1 > inv_1 > fa_1 > inv_1 > fa_1 > inv_1 > fa_1 > inv_1 > ha_1 > and3_1 > a211oi_2 > nand2b_2 > a31oi_2 > xnor2_1	
die	Core ar.	0.008258	mm2
route	Initial DRC Count	25	
cts	clock sink count	32	
pwr	sw frac	34.37	%
cts	Latency at later pin	290	ps
yosys	cells after synthesis	241	
worst_setup_path	crit path launch type	register	
route	ANT cells	0	
timing	Final TNS setup	0	ps
placement	# port buffers	32	
cts	cts hold-fix bufs	0	
die	Die Wd	94.76	um
cts	number of buffers created by CTS	5	
cts	CTS H-tree lvls	2	
die	die height	94.76	um
timing	skew final	6.614	ps
pwr	PD cells	389.7	mW/mm2
yosys	post-synthesis instance area	0.002581	mm2
yosys	yosys cell count	241	
timing	RSZ-0062 raised after global routing	false	
timing	worst slew pin tran	288.2	ps
route	antenna-violating nets left	0	
placement	placed insts	378	
worst_setup_path	crit path kind	register to register	
die	fp util	31.26	%
timing	Final Hold Fails	0	
pwr	switching pwr	0.4213	mW
finish	register area	640.6	um2
yosys	area leader, netlist	fa_1	
worst_setup_path	Largest delay share family, worst path	adder cells	
yosys	Top cell area share	29.47	%
grt	vias in the first global route	1617	
pwr	combinational share of power	51.0	%
yosys	top cells, area	fa_1 29%, dfxtp_1 25%, ha_1 15%	
## registers in the layout, summed over array words and instances (netlist names)
register	flops
a	8
b	8
out	16
## cell type report
cell class	instances	area share [%]
Clock buffer	5	2.189
Clock inverter	3	1.353
Inverter	35	4.178
Multi-Input combinational cell	174	57.54
Sequential cell	32	20.37
Tap cell	105	4.178
Timing Repair Buffer	32	10.19
## power by group through the flow
stage	registers, mW	clock network, mW	logic, mW
4_1_cts	0.349	0.266	0.644
5_1_grt	0.355	0.277	0.727
6_report	0.348	0.253	0.625
## cells by family (layout without fill, tap and decap cells)
group	Yosys count	count (layout)	share of synthesized area [%]
AND/OR/NAND/NOR	79	79	17.16
AND-OR/OR-AND	16	16	5.041
flip-flops	32	32	24.82
adder cells (fa/ha/maj)	69	69	44.50
XOR/XNOR	10	10	3.393
buffers and inverters	35	75	5.090
## per-layer routing
| metal | share of wire, % | up-vias | global-route usage [%] |
|---|---|---|---|
| met5 | 0 | - | 0 |
| met4 | 1.5 | 0 | 1.263 |
| met3 | 4.6 | 6 | 2.124 |
| met2 | 46 | 35 | 16.49 |
| met1 | 48 | 819 | 16.18 |
| li1 | - | 827 | - |
## placed cells by master (no fill, tap or decap), drive strengths merged
cell type,instances
or3,1
clkdlybuf4s50,32
inv,35
nand3,1
a21oi,5
ha,31
bufinv,1
dfxtp,32
o41ai,2
clkinvlp,1
o21ai,4
or2,1
and2,47
fa,38
a21o,2
nor2,1
o31a,1
nand2b,2
clkinv,1
xnor2,6
nor3,1
nand4,1
a31oi,1
clkbuf,5
nand2,21
a211oi,1
and3,3
xor2,4
## worst paths after layout
path              start      end  slack (ps)  cells past startpoint
setup reg to reg   a[7]  out[14]         820                     15
setup / recovery   a[7]  out[14]         820                     15
hold / removal     a[0]   out[0]         580                      1
hold reg to reg    a[0]   out[0]         580                      1
## stage by stage
| step | power, mW | area, um2 |
|---|---|---|
| floorplan | 0.7840 | 2581 |
| global placement | 0.9951 | 3033 |
| detailed placement | 0.9902 | 3033 |
| CTS | 1.258 | 3144 |
| global route | 1.358 | 3144 |
| finish | 1.225 | 3144 |
Power is estimated from default activity; no workload was simulated.
